<file path="flow/run.sh">
#!/bin/bash
# OpenROAD 26Q1-2900-gdf79404cd8, Yosys 0.63+post, stock flow scripts
make -C /OpenROAD-flow-scripts/flow DESIGN_CONFIG=/design/flow/config.mk WORK_HOME=/design/flow/orfs finish
</file>
<file path="flow/config.mk">
export PLATFORM = sky130hd
export DESIGN_NAME = MUX2bit
export DESIGN_NICKNAME = MUX2bit
export VERILOG_FILES = /design/flow/design.v
export SDC_FILE = /design/flow/constraint.sdc
export NUM_CORES = 4
export LEC_CHECK = 1
export CORE_AREA = 10 10 84 84
export DIE_AREA = 0 0 94 94
</file>
<file path="flow/constraint.sdc">
current_design MUX2bit

set clk_period 3.9
set clk_io_pct 0.2

create_clock -name clk0 -period $clk_period

set non_clock_inputs [all_inputs -no_clocks]
set_input_delay [expr $clk_period * $clk_io_pct] -clock clk0 $non_clock_inputs
set_output_delay [expr $clk_period * $clk_io_pct] -clock clk0 [all_outputs]
</file>
<file path="flow/design.v">
module MUX2bit(I0,I1,I2,I3,E,F);
	input [31:0]I0;
	input [31:0]I1;
	input [31:0]I2;
	input [31:0]I3;
	input [1:0]E;
	output [31:0]F;
	assign F = (E == 0) ? I0 
			 : (E == 1) ? I1
			 : (E == 2) ? I2
			 : I3; 
endmodule
</file>
==> results.yml <==
# yosys + openroad results
run_status:
  status: "complete, no violations"
global_routing:
  track_usage_pct: 11.7
  grt-ovfl-total: 0
  antenna_found_initial: 0
  grt_pass1_wl_mm: 7.96
  grt_max_degree: 33
  grt_pass1_vias: 1438
layout:
  fill_cells: 458
  drive_above_1_share_pct: 16.8
  lay_top_cells: "161 x clkdlybuf4s50_1, 30 x mux4_2, 2 x mux4_1"
  regArea_um2: 0
  nClkBuffers: 0
  syn2layout_area_growth_pct: 202
  flops: 0
  final_common_cell: "clkdlybuf4s50_1"
min_path:
  min_from: "E[0]"
  hold_class: "primary input to output port"
  min_path_cells: 3
setup_path:
  critPathCaptureType: "output port"
  critPathKind: "primary input to output port"
  slowest_delay_ns: 0.45
  cp-start-kind: "primary input"
  slowest_stage: "clkdlybuf4s50_1"
  cp_common_cell: "clkdlybuf4s50_1"
  worstPathCellList: "clkdlybuf4s50_1, buf_4, mux4_2, clkdlybuf4s50_1"
  critPathMaxFanout: 32
  required_ns: 3.12
  arrival_ns: 2.43
  cp-startpoint: "E[1]"
placement:
  io_buffer_count: 162
  gp_congestion: 0.789
  post-dp-hpwl_mm: 4.96
  place_ws_ns: 0.651
yosys:
  yosys_area_um2: 815
  yosysCellCount: 39
  synthTopLogicFamily: "multiplexers"
  ys_sh_mux_pct: 89.4
  avgSynthCellArea_um2: 20.9
  synth_area_um2: 815
  fa_ha_area_share_pct: 0
  synth.distinct_cells: 5
  ys_sh_simple_pct: 0
  synth_seq_share_pct: 0
  ys_warn_count: 0
  ys_sh_xor_pct: 0
  netlist_instances: 39
  synthAoiAreaFrac_pct: 0
route:
  vias: 1158
  wl_met2_mm: 2.83
  drc_errors: 0
  diodes: 0
  postRouteAntennaNets: 0
  met1_length_mm: 1.80
  drtPass1Iterations: 4
  drt_wl_total_mm: 5.36
  routedWlPerCell_um: 20.1
  routed_via_density: 4.35
  wl_met3_um: 718
  highest_layer: "met3"
  drtIter0Drc: 13
power_and_ir_drop:
  ir_drop_uv: 61.8
  clockPowerShare_pct: 0
  p_int_uw: 219
  power_leakage_uw: 0.000860
  pwr-share-seq_pct: 0
  combPwrFrac_pct: 100.0
  p_per_area_nw_per_um2: 109
  power_uw: 268
  netSwitchingPower_uw: 49.4
  sw_frac_of_total_pct: 18.4
timing:
  finalCritPeriodShare_pct: 82.4
  tns_ns: 0
  maxSlewViolCount: 0
  final_hold_viol_count: 0
  max_freq_mhz: 311
  whs_ns: 2.64
  finalSetupViolations: 0
  min_period_ns: 3.21
  slew-limit-headroom_pct: 71.7
  worstMarginPinSlew_ns: 0.424
  fin_ws_ns: 0.685
  rsz0062_at_grt: "no"
clock_tree:
  cts_hold_buf: 0
  ctsResizeCount: 0
  post-cts-setup-buffers: 0
floorplan:
  rows: 26
  chipArea_um2: 8840
  ios: 162
  coreArea_um2: 5200
  dieWidth_um: 94
  die_h_um: 94
  fp-utilization_pct: 15.6
job:
  cap_violations: 0
  warning_count: 32
-- cell usage after synthesis --
cell | instances | area, µm²
buf_12 | 3 | 60.1
buf_2 | 3 | 15.0
buf_6 | 1 | 11.3
mux4_2 | 30 | 676
mux4_1 | 2 | 52.6
-- cells by family (layout without fill, tap and decap cells) --
logic type,after synthesis,after routing
buffers and inverters,7,164
muxes,32,32
-- worst max-delay path: cells and delay by family --
| kind | cells | cell delay [ns] |
|---|---|---|
| buf+inv | 3 | 1.24 |
| mux | 1 | 0.40 |
-- power by group through the flow --
stage         clock [µW]  sequential [µW]  combinational (µW)
finish                 0                0                 268
global route           0                0                 288
CTS                    0                0                 275
-- path summary, 6_finish.rpt --
check  slack, ns    end
max         0.69   F[0]
min         2.64  F[10]
-- metrics by stage --
stage	area (µm²)	cells	util [%]
4_1_cts	2460	266	47.3
6_report	2460	266	47.3
3_5_place_dp	2460	266	47.3
2_1_floorplan	815	39	-
3_3_place_gp	2460	266	47.3
5_1_grt	2460	266	47.3
-- layout make-up --
class	instances	area [µm²]	share of cell area [%]
Timing Repair Buffer	164	1640	66.8
Multi-Input combinational cell	32	728	29.6
Tap cell	70	87.6	3.56
-- metal layers --
layer  track usage [%]  vias up
li1                  -      522
met1              12.0      546
met2              22.1       90
met3              5.57        0
met4                 0        0
met5                 0        -
Power is estimated from default activity; no workload was simulated.
