$ cat ./config.mk
export PLATFORM = sky130hd
export DESIGN_NAME = ADDALU
export DESIGN_NICKNAME = ADDALU
export VERILOG_FILES = /design/flow/design.v
export SDC_FILE = /design/flow/constraint.sdc
export NUM_CORES = 4
export LEC_CHECK = 1
export CORE_AREA = 10 10 94 94
export DIE_AREA = 0 0 104 104
$ cat ./design.v
module ADDALU(A,B,C);
	input [31:0]A;
	input [31:0]B;
	output [31:0]C;
	reg [31:0] C;
	always @* begin
		C = A + B;  
	end
endmodule
$ cat ./constraint.sdc
current_design ADDALU

set clk_period 14.5
set clk_io_pct 0.2

create_clock -name clk0 -period $clk_period

set non_clock_inputs [all_inputs -no_clocks]
set_input_delay [expr $clk_period * $clk_io_pct] -clock clk0 $non_clock_inputs
set_output_delay [expr $clk_period * $clk_io_pct] -clock clk0 [all_outputs]
$ cat ./run.sh
#!/bin/bash
# OpenROAD 26Q1-2900-gdf79404cd8, Yosys 0.63+post, stock flow scripts
make -C /OpenROAD-flow-scripts/flow DESIGN_CONFIG=/design/flow/config.mk WORK_HOME=/design/flow/orfs finish
==> ds_physical_params.txt <==
Table: implementation figures

Parameter                              Value

Global routing
  Vias in the first global route .................. 2,037
  Residual overflow from global routing .................. 0
  Maximum number of pins on one net before global-route repair .................. 11
  Overall routing resource usage .................. 10.3%
  Antenna violations before repair .................. 0
  Wire length of the first global-routing pass .................. 9.76 mm

Cells and area
  Flop count .................. 0
  Growth of design area from synthesis to finish .................. 59.5%
  Fraction of final layout cells sized beyond drive strength 1 .................. 3.07%
  Clock buffer count .................. 0
  FF+latch area .................. 0 um^2

Synth
  Chip area estimate from yosys synthesis .................. 1740 um^2
  Distinct cells, synth .................. 50
  Simple Share, Synth .................. 18.3%
  Number of warnings reported in the yosys synthesis log .................. 1
  Adder Area Share .................. 23.4%
  Avg Cell Area, Syn .................. 7.24 um^2
  Part of the Yosys area used for sequential elements .................. 0%
  Number of standard cells reported by yosys .................. 241
  Post-synthesis compound-gate area fraction .................. 39.3%
  Area of the mapped netlist .................. 1740 um^2
  Xor/xnor cell area share of the yosys netlist .................. 14.1%
  Share of cell area taken by muxes after synthesis .................. 1.15%
  Top logic family .................. AND-OR/OR-AND gates
  Post-Synthesis Cells .................. 241

Pwr
  Net switching share of the total power .................. 39.7%
  Max rail drop VDD .................. 0.0000235 V
  Clock Power Share .................. 0%
  Int Power .................. 0.0000803 W
  Total net switching power .................. 0.0000528 W
  Combinational cell fraction of total power .................. 100.0%
  Sequential group share of total power .................. 0%
  Total power per unit cell area .................. 47.9 nW/um^2
  P_leak .................. 1.18 nW

Route
  DR pass1 iterations .................. 4
  Total vias in the final route .................. 2,123
  Count of antenna diodes in the layout .................. 0
  Final wirelength .................. 5.83 mm
  Post-detailed-route DRC marker count .................. 0
  Drt wl/cell .................. 13.8 um
  Vias per inst .................. 5.03
  Post-detailed-route count of antenna-violating nets .................. 0
  DRC violation total after the first TritonRoute iteration .................. 77

Clock tree
  Post-CTS Repair Setup Buffers .................. 0
  Number of hold buffers added after CTS .................. 0
  Number of resized instances in the post-cts repair step .................. 0

STA
  Slew Limit Headroom .................. 64.3%
  Final Cycle Share .................. 60.5%
  Sum Neg Setup Slack .................. 0 ns
  Final critical-path required period .................. 8.77 ns
  Final Max-Slew Violation Tally .................. 0
  Total count of hold-check failures in the final report .................. 0
  Max Clk Rate .................. 114 MHz
  Fin worst setup slack .................. 5.73 ns
  Setup repair after global routing missed its margin .................. false
  Number of failing setup endpoints in the final timing report .................. 0
  Transition time at the pin with the least slew margin .................. 0.523 ns

Floorplanning
  Floorplan-stage core utilization .................. 25.5%
  Area of the die .................. 10,800 um^2
  X dimension of the die .................. 104 um
  Floorplan core area .................. 6830 um^2
  Total I/O pin count .................. 96
  Number of placement rows .................. 30
  Chip height .................. 104 um

Critical path
  Maximum fanout encountered on the critical timing path .................. 4
  Worst endpoint data arrival time .................. 5.87 ns
  Endpoint class of the critical path .................. output port
  Required time worst endpoint .................. 11.60 ns
  CP Class .................. in -> out
  CP Launch Type .................. input pin
  Worst setup path start .................. A[0]

Placed design
  Routability Congestion .................. 0.819
  DP Wirelength .................. 5.17 mm
  Worst-case setup slack after placement .................. 5.74 ns
  Count of input and output buffers .................. 96

Run
  # Max-Cap Violations .................. 0
  Total number of warnings across the stage logs .................. 32

Worst hold path
  Worst min-delay path startpoint .................. B[0]
  Kind of path behind the tightest hold check .................. in -> out

Status
  Result of the run .................. finished clean
[cell usage in the layout, fill, tap and decap left out, types with 4 or more instances in the layout]
master            n
o21ai_0          13
o21bai_1          4
nand3_1          10
a21o_1           19
nand2_1          18
xnor2_1          13
ha_1             31
nand4_1           8
inv_1             6
xor2_1           15
a21oi_1          29
nor3_1            4
nor2_1           12
clkdlybuf4s50_1  96
[kinds of logic after synthesis]
family / after synthesis
adders and majority gates: 32
AOI/OAI and AO/OA: 97
buffers and inverters: 17
and+or+nand+nor: 65
muxes: 2
xor gates and xnor gates: 28
[power by group through the flow]
stage                 Sequential (W)  Clock [W]  Combinational (W)
after global routing               0          0           0.000148
final                              0          0           0.000133
after CTS                          0          0           0.000135
[metal layers]
layer	wire (um)	vias up	GRT usage [%]	share of wire (%)
met4	0	0	0	0
met1	2830	958	14.5	49
met2	2620	72	16.7	45
met5	0	-	0	0
met3	376	0	2.19	6.5
li1	-	1093	-	-
[worst max-delay path, cell delays in order]
cell             delay, ns
clkdlybuf4s50_1       0.40
ha_1                  0.24
fa_1                  0.40
a21o_1                0.22
a31o_2                0.27
nand3_1               0.09
o221ai_1              0.25
a311oi_1              0.35
o21bai_1              0.11
xor2_1                0.13
clkdlybuf4s50_1       0.50
[Yosys cell counts, types with 2 or more instances]
master | instances | share of area (%)
mux2i_1 | 2 | 1.1
o21a_1 | 2 | 0.86
nand2_1 | 18 | 3.9
nand3_1 | 10 | 2.9
ha_1 | 31 | 22
o211ai_1 | 3 | 1.3
a211oi_1 | 3 | 1.3
o311ai_1 | 2 | 1.0
inv_1 | 6 | 1.3
o21ai_0 | 13 | 3.7
nand4_1 | 8 | 2.9
clkbuf_1 | 8 | 1.7
nor2_1 | 12 | 2.6
xnor2_1 | 13 | 6.5
a311oi_1 | 2 | 1.0
nand2b_1 | 2 | 0.72
a21oi_1 | 29 | 8.3
nor3_1 | 4 | 1.1
or2_2 | 3 | 1.1
a21o_1 | 19 | 8.2
o21bai_1 | 4 | 1.7
a31oi_1 | 3 | 1.1
o221ai_1 | 2 | 1.0
buf_2 | 2 | 0.57
xor2_1 | 15 | 7.5
[area by class of cell]
| type | instances | area (um^2) |
|---|---|---|
| inverters | 6 | 22.5 |
| repair buffers | 96 | 961 |
| multi-input cells | 224 | 1680 |
| well taps | 96 | 120 |
| fillers | 700 | 4050 |
[final timing paths]
check               end  slack [ns]  depth (start not counted)
setup / recovery  C[26]        5.73                         11
hold / removal     C[0]        6.83                          3
[metrics by stage]
step           utilization, %  power [W]  cell area, um^2  hold slack (ns)  instances
2_1_floorplan               -  0.0000641             1740             5.87        241
3_3_place_gp             40.7   0.000135             2780             6.83        422
3_5_place_dp             40.7   0.000134             2780             6.84        422
4_1_cts                  40.7   0.000135             2780             6.84        422
5_1_grt                  40.7   0.000148             2780             6.87        422
6_report                 40.7   0.000133             2780             6.83        422
Power and IR drop assume default switching activity.
